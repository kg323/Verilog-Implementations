### flow/design.v
`timescale 1 ns / 100 ps
module alu(CLK, EN, OE, OPCODE, A, B, ALU_OUT, CF, OF, SF, ZF); 
	parameter WIDTH = 8;
	output [WIDTH -1:0] ALU_OUT; 
	output CF, OF, SF, ZF;
	input [3:0] OPCODE;
	input [WIDTH-1:0] A, B;
	input CLK, EN, OE;
	localparam ADD = 4'b0011,
		 SUBTR = 4'b0011,
		 LGC_AND = 4'b0100,
		 LGC_OR = 4'b0101,
		 LGC_XOR = 4'b0110,
		 LGC_NEG = 4'b0111;
	reg [WIDTH-1:0] I_OUT;
	reg CX, OX;
	always@(posedge CLK) begin
	 if (!EN) begin
		ALU_OUT <= ALU_OUT;
		CF <= CF;
		OF <= OF;
		SF <= SF;
		ZF <= ZF;
		end
	 else begin
		case (OPCODE)
		 ADD: begin
		  I_OUT <= A+B;
		   if ((A[WIDTH-1] && !I_OUT[WIDTH-1]) || (A[WIDTH-1] && B[WIDTH-1]) || (B[WIDTH-1] && !I_OUT[WIDTH-1]))
		  CX <= 1'b1;
		 else CX <= 1'b0;
		 if(!A[WIDTH-1] && !B[WIDTH-1] && I_OUT[WIDTH-1])
		 OX <= 1'b1;
		 else if (A[WIDTH-1] && B[WIDTH-1] && !I_OUT[WIDTH-1])
		 OX <= 1'b1;
		 else
		 OX <= 1'b0;
		 end
		SUBTR: begin
		 I_OUT <= A-B;
		 if (A < B) CX <= 1'b1;
		 else CX <= 1'b0;
		 if(!A[WIDTH-1] && !B[WIDTH-1] && I_OUT[WIDTH-1])
		 OX <= 1'b1;
		 else if (A[WIDTH-1] && B[WIDTH-1] && !I_OUT[WIDTH-1])
		 OX <= 1'b1;
		 else
		 OX <= 1'b0;
		 end
		LGC_AND: begin I_OUT <= A & B; CX <= 1'b0; OX <= 1'b0; end
		LGC_OR : begin I_OUT <= A | B; CX <= 1'b0; OX <= 1'b0; end
		LGC_XOR: begin I_OUT <= A ^ B; CX <= 1'b0; OX <= 1'b0; end
		LGC_NEG: begin I_OUT <= ~A; CX <= 1'b0; OX <= 1'b0; end
		default: begin I_OUT <= I_OUT; CX <= CX; OX <= OX; end
		 endcase
		 ALU_OUT <= I_OUT;
		 CF <= CX;
		 OF <= OX;
		 SF <= I_OUT[WIDTH-1];  
		 ZF <= !(|I_OUT);  
		end
	end
endmodule
### flow/run.sh
#!/bin/bash
# OpenROAD 26Q1-2900-gdf79404cd8, Yosys 0.63+post, stock flow scripts
make -C /OpenROAD-flow-scripts/flow DESIGN_CONFIG=/design/flow/config.mk WORK_HOME=/design/flow/orfs finish
### flow/config.mk
export PLATFORM = sky130hd
export DESIGN_NAME = alu
export DESIGN_NICKNAME = alu
export VERILOG_FILES = /design/flow/design.v
export SDC_FILE = /design/flow/constraint.sdc
export NUM_CORES = 4
export LEC_CHECK = 1
export CORE_AREA = 10 10 103 103
export DIE_AREA = 0 0 113 113
### flow/constraint.sdc
current_design alu

set clk_period 4.4
set clk_io_pct 0.2

create_clock -name clk0 -period $clk_period [get_ports {CLK}]

set non_clock_inputs [all_inputs -no_clocks]
set_input_delay [expr $clk_period * $clk_io_pct] -clock clk0 $non_clock_inputs
set_output_delay [expr $clk_period * $clk_io_pct] -clock clk0 [all_outputs]
==> results.toml <==
# implementation run metrics
[finish]
final_common_cell = "clkdlybuf4s50_1"
syn2layout_area_growth_pct = 31.6
final_util = 0.243
regArea_sq_um = 631
nFillCells = 864
logic_area_sq_um = 786
drive_gt1_frac = 0.0629
lay_top_cells = "clkdlybuf4s50_1 (33), edfxtp_1 (21), inv_1 (19)"

[final_timing]
setup_viol = 0
hold_slack_ns = 0.419
hold_viol = 0
fin_tns_setup_ns = 0
fin_worst_skew_ns = 0.000691
tightest_slew_ns = 0.650
slew_headroom = 0.566
drv_slew = 0
finalCritPeriodShare = 0.628
rsz0062_at_grt = "no"
timing.fmax_mhz = 362
min_period_ns = 2.76

[detailed_routing]
diodes = 0
drtAntennaViolNets = 0
drc = 0
wl_per_cell_microns = 10.8
vias = 1102
viasPerCell = 3.94
drt_iter0_markers = 113
wl_microns = 3020
first_pass_iters = 4

[clock_network]
cts_tree = "built"
cts_resized = 0
htree_levels = 1
cts_root_buf = "clkbuf_8"
clk_pin_slew_ns = 0.06
cts_hold_buf = 0
cts_buffer_depth = 2
post_cts_buffers = 0
clock.latency.late_pin_ns = 0.24
cts.sinks = 21
numCtsBuffers = 3

[floorplanning]
fp-row-count = 33
die.size.y_microns = 113
io_pins = 35
chipArea_sq_um = 12800
core-area_sq_um = 8300
die_x_microns = 113
fp_util = 0.184

[placement]
io_buffer_count = 33
place.gp.congestion = 0.802
dpl.hpwl_microns = 2530

[pwr]
p_clk_frac = 0.237
ir_drop_v = 0.000104
p_leak_uw = 0.000794
power_density_nw_per_um2 = 241
seqPwrFrac = 0.499
switching_share = 0.237
switchingPower_uw = 115
combPwrFrac = 0.264
power.internal_uw = 371

[worst_hold_path]
whs_path_depth = 0
min_from = "OX"
hold_path_end = "OF"
hp-class = "reg2reg"

[setup_path]
r2r_start = "I_OUT[7]"
endpoint_kind = "flip-flop"
path_cells = "clkdlybuf4s50_1, inv_1, ha_1, mux4_2, a221oi_2, o211ai_1"
cpPeakStageDelay_ns = 0.50
slowest_stage = "mux4_2"
critPathLaunchType = "input port"
r2r_cells = 2
r2r_slack_ns = 3.20
crit_path_max_fanout = 8
crit_type = "in2reg"
cp.arrival_ns = 2.74
required_ns = 4.37
r2r_end = "ZF"

[synthesis]
simple_gate_share = 0.127
syn_area_per_cell_sq_um = 10.8
post_synth_ao_oa_area_fraction = 0.164
synthTopLogicFamily = "AND-OR/OR-AND gates"
yosysChipArea_sq_um = 1530
adder_share = 0.139
yosysWarnings = 11
xor_share = 0
edf_count = 21
ys_cells = 142
ys_async_sr_fraction = 0
syn_inst = 142
ys_types = 41
mux_share = 0.0834
ys_seq_frac = 0.412
syn_area_sq_um = 1530
synth-seq-cells = 21
ff_type = "edfxtp_1"

[grt]
grt_start_max_net_pins = 17
met2_usage = 0.0676
grt_use_met1 = 0.0715
antenna_found_initial = 0
gr-usage-all-layers = 0.0484
met3_usage = 0.0192
grt_overflow = 0
grt_pass1_vias = 1074
grt_busiest_layer = "met1"
grt_pass1_wl_microns = 5260

[run]
drv_cap = 0
warnings = 35

[outcome]
status = "complete, no violations"
power by group through the flow:
stage / clock [uW] / combinational [uW] / sequential [uW]
after CTS: 120 / 129 / 242
after global routing: 134 / 144 / 244
final: 115 / 128 / 242
kinds of logic after synthesis:
logic type               Yosys count
adder cells (fa/ha/maj)           17
buffers and inverters             26
multiplexers                       9
AND-OR/OR-AND                     36
flip-flops                        21
AND/OR/NAND/NOR                   33
per-stage QoR:
stage | setup WS, ns | total power [uW] | cell area (sq um) | std cells
after floorplan | 2.02 | 322 | 1530 | 142
after global placement | 1.38 | 373 | 1970 | 276
after detailed placement | 1.37 | 375 | 1970 | 276
after CTS | 1.63 | 492 | 2010 | 280
after global routing | 1.51 | 522 | 2010 | 280
final | 1.64 | 486 | 2010 | 280
worst max-delay path: cells and delay by family:
family	cells	cell delay [ns]
multiplexers	1	0.50
adder cells (fa/ha/maj)	1	0.39
AND-OR/OR-AND	2	0.43
buffers and inverters	2	0.54
Yosys cell counts, types with 2 or more instances:
| library cell | count | area share |
|---|---|---|
| o22ai_1 | 2 | 0.0082 |
| a211oi_1 | 2 | 0.0098 |
| a21o_1 | 2 | 0.0098 |
| nor2_1 | 7 | 0.017 |
| mux2i_1 | 6 | 0.039 |
| a21oi_1 | 10 | 0.033 |
| o21bai_1 | 2 | 0.0098 |
| a22oi_1 | 3 | 0.015 |
| buf_2 | 4 | 0.013 |
| o211ai_1 | 2 | 0.0098 |
| nand2_1 | 4 | 0.0098 |
| nor3b_1 | 3 | 0.015 |
| o21ai_0 | 3 | 0.0098 |
| inv_1 | 19 | 0.047 |
| ha_1 | 17 | 0.14 |
| or4_1 | 2 | 0.0098 |
| nor2b_1 | 2 | 0.0082 |
| edfxtp_1 | 21 | 0.41 |
| mux4_2 | 3 | 0.044 |
| nand2b_1 | 4 | 0.016 |
| nor3_1 | 3 | 0.0098 |
| nand3b_1 | 2 | 0.0098 |
registers in the layout, summed over array words and instances (netlist names):
register and flops:
I_OUT 8, OX 1, ALU_OUT 7, SF 1, ZF 1, CX 1
CF 1, OF 1
final cells by class:
type / instances / share of cell area
tap: 105 / 0.0653
inverter: 20 / 0.0373
clock buffer: 4 / 0.0224
timing repair buffer: 35 / 0.172
multi-input combinational: 95 / 0.390
sequential: 21 / 0.313
worst max path at each step:
stage         slack, ns  depth (start not counted)  from       end
finish             1.64                          6  A[5]  I_OUT[5]
global route       1.51                          6  A[5]  I_OUT[5]
CTS                1.63                          6  A[5]  I_OUT[5]
per-layer routing:
| metal | up-vias | routed length, microns |
|---|---|---|
| met2 | 29 | 1230 |
| met1 | 479 | 1460 |
| met3 | 2 | 314 |
| met4 | 0 | 8 |
| met5 | - | 0 |
| li1 | 592 | - |
Power is estimated from default activity; no workload was simulated.
