## /design/flow/run.sh

```bash
#!/bin/bash
# OpenROAD 26Q1-2900-gdf79404cd8, Yosys 0.63+post, stock flow scripts
make -C /OpenROAD-flow-scripts/flow DESIGN_CONFIG=/design/flow/config.mk WORK_HOME=/design/flow/orfs finish
```

## /design/flow/config.mk

```make
export PLATFORM = sky130hd
export DESIGN_NAME = TOP
export DESIGN_NICKNAME = TOP
export VERILOG_FILES = /design/flow/design.v
export SDC_FILE = /design/flow/constraint.sdc
export NUM_CORES = 4
export LEC_CHECK = 1
export CORE_AREA = 10 10 70 70
export DIE_AREA = 0 0 80 80
```

## /design/flow/constraint.sdc

```tcl
current_design TOP

set clk_period 1.0
set clk_io_pct 0.2

create_clock -name clk0 -period $clk_period [get_ports {CLK}]

set non_clock_inputs [all_inputs -no_clocks]
set_input_delay [expr $clk_period * $clk_io_pct] -clock clk0 $non_clock_inputs
set_output_delay [expr $clk_period * $clk_io_pct] -clock clk0 [all_outputs]
```

## /design/flow/design.v

```verilog
`timescale 1 ns / 1 ns
module AASD (RST, CLK, RESET);
	input CLK, RESET;
	output RST;
	reg TEMP, RST;
	always @(posedge CLK or negedge RESET)
	begin
		if (RESET == 1'b0)
		begin
			TEMP <= 1'b0;
			RST <= 1'b0;
		end
		else
		begin
			TEMP <= 1'b1;
			RST <= 1'b1;
		end
	end
endmodule
`timescale  1 ns / 1 ns
module Counter (COUNT, CLK, RST, LOAD, ENABLE, DATA);
	input CLK, RST, LOAD, ENABLE;
	input [7:0] DATA;
	output [7:0] COUNT;
	reg [7:0] COUNT;
	always @(posedge CLK or negedge RST)
	begin
		if (RST == 1'b0)
			COUNT <=8'h00;
		else if (ENABLE == 1'b1)
	begin
		if (LOAD == 1'b1)
			COUNT <= DATA;
		else
			COUNT <= COUNT +1;
		end
		else
			COUNT <= COUNT;
		end
endmodule
`timescale 1 ns / 1 ns
module TOP (COUNT, CLK, RESET, LOAD, ENABLE, DATA);
	input CLK, RESET, LOAD, ENABLE;
	input [7:0] DATA;
	output [7:0] COUNT;
	wire RST;
	Counter M1 (COUNT, CLK, RST, LOAD, ENABLE, DATA);
	AASD M2 (RST, CLK, RESET);
endmodule
```

==> ci_impl_report.md <==
### Flow metrics

| Metric | Value |
|---|---|
| Status | finished with violations |
| Violations in the final reports | negative setup slack |
| Critical path arrival | around 1.5 ns |
| Dominant kind of combinational cell | simple AND/OR/NAND/NOR gates |
| Area growth syn-to-layout | 98.1% |
| Total detailed-routing wirelength | roughly 1700 um |
| WL/cell | 11.8 um |
| Via count | roughly 600 |
| Main flop type after synthesis | dfrtp_1 |
| Post-synth tally of flip-flops with integrated enable | 0 |
| Required time of the worst setup path | about 1.2 ns |
| Clock slew seen by the registers of the worst setup and hold paths | around 0.060 ns |
| Antenna violations before repair | 0 |
| Drt first pass iters | 4 |
| Global Route met1 Usage | under 10% |
| Synth flops | 9 |
| Ys cells | 57 |
| GRT met3 Usage | under 10% |
| Cts bufs inserted | 3 |
| Source-to-sink clock delay at the later pin of the worst-skew pair | between 0.2 and 0.3 ns |
| Maximum clock frequency | 785 MHz |
| Rows | 21 |
| Post-route DRC violation count | 0 |
| Area of the mapped netlist | approximately 520 um2 |
| Hold slack final | roughly 0.070 ns |
| Area of the chip | approximately 6400 um2 |
| Worst setup slack after layout | -0.273 ns |
| Antenna cell count | 0 |
| Most used routing layer in global routing | met2 |
| Overall global routing resource usage | roughly 5.3% |
| Proportion of register bits with asynchronous set or reset after synthesis | 100% |
| Inst Count DP | 129 |
| Number of ports placed on the die boundary | 20 |
| Total congestion overflow | 0 |
| Number of port buffers | 19 |
| CP max-delay cell | or4_1 |
| Routed vias/inst | roughly 4.1 |
| Count of mapped cells out of synthesis | approximately 57 |
| Pre-CTS setup slack | -0.436 ns |
| Area figure in the yosys stat output | between 500 and 600 um2 |
| Nature of the critical path startpoint | flop |
| Fillers | about 360 |
| Synthesized area divided by synthesized cell count | a little over 9 um2 |
| Part of the Yosys area used for sequential elements | a little over two fifths |
| Xor and xnor area share after synthesis | 0% |
| Post-route clock skew | ~0.0056 ns |
| Vias in the first global route | 597 |
| Commonest cells post-synth | 9 x dfrtp_1, 7 x nand3_1, 6 x a21oi_1 |
| Sum of net half-perimeters after detailed placement | ~1200 um |
| Post-route ant nets | 0 |
| Critical path fanouts, max | 4 |
| FP Util | between 10% and 20% |
| Post-synth cell types | 20 |
| Crit Path Category | reg2reg |
| Simple-Gate Area Share | about 25% |
| Placer Congestion | between 0.7 and 0.8 |
| Final setup violation count | 11 |
| Leak | between 0.4 and 0.5 nW |
| Final worst-path cycle share | 127% |
| Warning count from the yosys run | 2 |
| Synthesized-area fraction occupied by ao, oa, aoi and oai cells | 18.2% |
| Die y size | ~80 um |
| Total count of hold-check failures in the final report | 0 |
| Maximum vdd ir drop | approximately 0.00079 V |
| Die boundary width | about 80 um |
| First-pass GRT wire length | ~2800 um |
| Cell breakdown of the critical path | buf_6, nand4_4, or4_1, nand3_1 |
| Post-layout total power | 1.54 mW |
| Area share of the leading cell type in the synthesized netlist | ~43% |
| Hold-fix buffers at CTS | 0 |
| Met2 Use GR | 7.78% |
| Cell taking the most area after synthesis | dfrtp_1 |
| Delay of the slowest critical-path stage | about 0.5 ns |
| Unrepaired setup endpoints after global routing | yes |
| Core ar. | 3420 um2 |
| Setup TNS | -1.84 ns |
| Family with the most delay on the worst path | simple AND/OR/NAND/NOR gates |
| Core occupancy in the finished layout | 30.3% |
| Clock Sink Count | 9 |
| Kind of path behind the tightest hold check | in2async |
| Power density of the placed cells | about 1500 nW/um2 |
| Min Tclk post-route | 1.27 ns |
| Initial DRC count | 8 |
| Final cell count without fillers | 147 |
| Total of max-cap violations | 0 |
| Tool Warnings | 28 |
| Leading cell type by number of instances after synthesis | dfrtp_1 |
| Buffers and inverters on the worst path | 1 |
| Mux share | about 5.7% |
| CP Capture Type | flop |
| Share of cells above drive strength 1 | about 45% |
| Count of H-tree levels built during CTS | 1 |
| Maximum number of pins on one net before global-route repair | 18 |
| Post-DP Area | between 800 and 900 um2 |
| Post-synthesis share of cell area spent on full adders, half adders and majority gates | approximately 2.4% |
| Cell types occupying the most area after synthesis | dfrtp_1 43%, nand3_1 6.7%, a21oi_1 5.7% |
| Final standard cell area without fillers | between 1000 and 1500 um2 |
| CTS root buf | clkbuf_4 |
| Clock tree from TritonCTS | built |
| Deepest clock path buffer count | 2 |
| Final number of max-transition violations | 0 |
==> registers in the layout, indices dropped and copies added, names as in the netlist <==
name and flops:
M1.COUNT 8, M2.RST 1
==> worst paths after layout <==
| check | startpoint | end | slack, ns | cells after the start |
|---|---|---|---|---|
| max | M1.COUNT[0] | M1.COUNT[7] | -0.27 | 4 |
| min | RESET | M2.RST | 0.07 | 1 |
| max reg2reg | M1.COUNT[0] | M1.COUNT[7] | -0.27 | 4 |
| min reg2reg | M2.RST | M1.COUNT[1] | 0.14 | 0 |
| max in group asynchronous | M2.RST | M1.COUNT[3] | 0.58 | 0 |
| min in group clk0 | LOAD | M1.COUNT[5] | 0.48 | 4 |
==> report_power, final <==
group / leakage, nW / internal (mW) / switching (mW) / total (mW)
registers: 0.102 / 0.432 / 0.0508 / 0.483
clock network: 0.0150 / 0.154 / 0.127 / 0.281
logic: 0.331 / 0.482 / 0.295 / 0.776
==> cells in the final DEF, fill, tap and decap left out, types with 2 or more instances in the layout <==
master            n
buf_4            14
buf_6            13
clkdlybuf4s50_1   9
dfrtp_1           7
a21oi_1           5
nand3_1           4
nand2_1           4
buf_2             4
o211ai_1          3
or4_1             3
nor2b_1           3
a31oi_1           3
mux2i_1           3
o22ai_1           3
clkbuf_4          3
dlygate4sd2_1     3
dfrtp_2           2
inv_1             2
nand3_2           2
nor2_1            2
==> area by class of cell <==
class                   count  area (um2)  area share [%]
clock buffers               4        26.3            2.54
inverters                   2        7.51           0.725
multi-input cells          43         329            31.8
well taps                  46        57.6            5.56
flip-flops and latches      9         228            22.0
repair buffers             43         388            37.4
==> repair_timing <==
| action | 4_1_cts | 5_1_grt |
|---|---|---|
| setup endpoints to repair | 15 | 13 |
| resized | 44 | 8 |
| pin swaps | 8 | 3 |
| buffers inserted | 14 | 4 |
| cloned | 0 | 0 |
==> layer usage <==
| layer | vias up | routed length, um |
|---|---|---|
| met5 | - | 0 |
| met4 | 0 | 0 |
| met3 | 0 | 158 |
| met2 | 17 | 725 |
| met1 | 283 | 847 |
| li1 | 302 | - |
==> cell families (layout without fill, tap and decap cells) <==
family | Yosys count | count (layout)
flip-flops | 9 | 9
buffers and inverters | 5 | 49
other | 1 | 1
AND/OR/NAND/NOR | 22 | 22
multiplexers | 3 | 3
AND-OR/OR-AND | 16 | 16
adder cells (fa/ha/maj) | 1 | 1
Power figures rest on the tool's default switching activity, not on a simulated workload.
